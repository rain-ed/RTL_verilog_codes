File: flow/config.mk
export PLATFORM = sky130hd
export DESIGN_NAME = gr_bin_counter
export DESIGN_NICKNAME = gr_bin_counter
export VERILOG_FILES = /design/flow/design.v
export SDC_FILE = /design/flow/constraint.sdc
export NUM_CORES = 4
export LEC_CHECK = 1
export CORE_AREA = 10 10 70 70
export DIE_AREA = 0 0 80 80
File: flow/constraint.sdc
current_design gr_bin_counter

set clk_period 1.4
set clk_io_pct 0.2

create_clock -name clk0 -period $clk_period [get_ports {clk}]

set non_clock_inputs [all_inputs -no_clocks]
set_input_delay [expr $clk_period * $clk_io_pct] -clock clk0 $non_clock_inputs
set_output_delay [expr $clk_period * $clk_io_pct] -clock clk0 [all_outputs]
File: flow/design.v
module gr_bin_counter(clk, rst, gray_count);
  input clk, rst;
  output reg [3:0] gray_count;
  reg [3:0] bin_count;
  always@(posedge clk) begin
    if(rst) begin
      gray_count = 4'b0000;
      bin_count  = 4'b0000;
    end
    else begin
      bin_count = bin_count+1;
      gray_count = {bin_count[3], bin_count[3] ^ bin_count[2], bin_count[2] ^ bin_count[1], bin_count[1] ^ bin_count[0]};
    end
  end
endmodule
File: flow/run.sh
#!/bin/bash
# OpenROAD 26Q1-2900-gdf79404cd8, Yosys 0.63+post, stock flow scripts
make -C /OpenROAD-flow-scripts/flow DESIGN_CONFIG=/design/flow/config.mk WORK_HOME=/design/flow/orfs finish
==> notes.md <==
run results: crit path buf inv count=1, GRT overflow=0, Final Hold Viols=0, PwrDens=1230 nW/um2, Worst-path clk slew=around 50 ps, gr usage total=1.44%, Final Max-Slew Violation Tally=0, # rows=21, Syn-to-layout area delta=49.8%, # Cells Yosys=25, Slowest-stage cell, CP=clkdlybuf4s50_1, Yosys cell types=12, Top delay family on crit path=buffers and inverters, Mean Syn Cell Area=between 10 and 15 um2, global-route wire length before repair=710 um, synth warn=1, H-tree depth=1, synthesis area per yosys=256 um2, DRC=0, Largest stage delay, worst path=roughly 470 ps, post-synthesis register bit count=7, routability cong.=0.715, max_cap viols=0, Min Clock Period, post-route=~1300 ps, RR Startpoint=bin_count[0]$_SDFF_PP0_, Worst-Skew Late Latency=~250 ps, CTS root buffer=clkbuf_4, worst vdd ir=roughly 0.18 mV, clk sinks=7, Placed Area=between 300 and 400 um2, Diodes inserted=0, total CTS buffers=3, Tool Warnings=25, Post-CTS Setup Repair Bufs=0, Worst Setup End Kind=output pin, status=completed, final WL=~470 um, P_leak=approximately 0.15 nW, Fmax=0.746 GHz, fin area=a little under 400 um2, Crit Path Category=reg2out, HP Class=reg2reg, antenna violations before repair=0, dominant logic cell type in the layout=dfxtp_1, Critical Path Start Type=register, largest net degree at the start of global routing=8, DR WL/cell=roughly 6 um, CP cell instances=clkdlybuf4s50_1, CP required=approximately 1100 ps, worst slew pin tran=approximately 250 ps, DR vias/cell=2.34, Syn Inst Count=25, Worst Skew=around 2.2 ps, drt initial violations=4, drt first pass iters=2, Placeable Area=3420 um2, Core Util at FP=7.51%, vias=~190, CP arrival=1060 ps, Max transition margin=83.2%, total design power=473 uW, crit share post-route=95.8%, Syn Std Cell Area=256 um2, register share after synthesis=54.6%, vias in the first global route=175, TritonCTS clock tree=yes, RSZ-0062 raised after global routing=no, Worst Path Max Fanout=3, setup_tns=0 ps, I/O pin count=6, Final ANT Viol Nets=0, most frequent cells in the layout=dfxtp_1, clkdlybuf4s50_1, xor2_1, nor2_1, clkbuf_4, PortBufs=5, CP Launch Point=gray_count[3]$_SDFF_PP0_, layout cells sized above 1=12.1%, Setup Viol. Count Final=0, Die Y=80 um, CTS max path bufs=2, die area=6400 um2, die width=80 um, hold path startpoint=bin_count[0]$_SDFF_PP0_
sequential cells by signal, indices dropped and copies added, names as in the netlist:
register    cells
bin_count       3
gray_count      4
kinds of logic after synthesis:
kind of cell / after synthesis / synth area share, %
buf+inv: 1 / 2.93
fa+ha+maj: 1 / 4.88
xor+xnor: 5 / 17.1
simple gates: 10 / 18.5
flops: 7 / 54.6
compound gates: 1 / 1.95
cell usage after synthesis (all sizes together):
library cell | count | area [um2]
dfxtp | 7 | 140
nor2 | 4 | 15.0
xor2 | 4 | 35.0
nor2b | 2 | 12.5
a21oi | 1 | 5.00
and3 | 1 | 6.26
buf | 1 | 7.51
ha | 1 | 12.5
nand2 | 1 | 3.75
nand3 | 1 | 5.00
nor3 | 1 | 5.00
xnor2 | 1 | 8.76
layout make-up:
class	count	area (um2)
tap	46	57.6
timing repair buffer	5	50.0
sequential	7	141
multi-input combinational	17	109
clock buffer	4	26.3
fill	391	3030
final timing paths:
check        cells past startpoint                  endpoint  slack, ps
max reg2reg                      4  gray_count[1]$_SDFF_PP0_        240
max                              1             gray_count[3]         60
min                              1   bin_count[0]$_SDFF_PP0_        490
min reg2reg                      1   bin_count[0]$_SDFF_PP0_        490
timing repair:
item | in CTS | in global routing
gates resized | 1 | 0
hold buffers | 0 | 0
setup endpoints to repair | 1 | 0
stage by stage:
stage	cells	utilization [%]	hold WS (ps)	setup WS, ps
floorplan	25	-	347	341
global placement	75	10.4	473	270
detailed placement	75	10.4	475	250
CTS	79	11.2	490	45.8
global route	79	11.2	528	16.5
finish	79	11.2	486	58.8
where the power goes:
part           switching (mW)  internal, mW  total, mW  leakage, nW
Clock                  0.0747         0.109      0.183       0.0150
Combinational          0.0222        0.0401     0.0623       0.0763
Sequential            0.00956         0.218      0.228       0.0582
layer usage:
metal | global-route usage (%) | share of wire (%) | vias up
met2 | 2.01 | 39 | 9
li1 | - | - | 96
met4 | 0.880 | 7.2 | 0
met1 | 1.28 | 36 | 78
met5 | 0 | 0 | -
met3 | 1.48 | 18 | 2
No activity file was given, so power comes from the tool's default toggle rates.
