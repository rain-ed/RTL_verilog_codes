==> flow/run.sh <==
#!/bin/bash
# OpenROAD 26Q1-2900-gdf79404cd8, Yosys 0.63+post, stock flow scripts
make -C /OpenROAD-flow-scripts/flow DESIGN_CONFIG=/design/flow/config.mk WORK_HOME=/design/flow/orfs finish
==> flow/config.mk <==
export PLATFORM = sky130hd
export DESIGN_NAME = umod_counter
export DESIGN_NICKNAME = umod_counter
export VERILOG_FILES = /design/flow/design.v
export SDC_FILE = /design/flow/constraint.sdc
export NUM_CORES = 4
export LEC_CHECK = 1
export CORE_AREA = 10 10 70 70
export DIE_AREA = 0 0 80 80
==> flow/constraint.sdc <==
current_design umod_counter

set clk_period 1.5
set clk_io_pct 0.2

create_clock -name clk0 -period $clk_period [get_ports {clk}]

set non_clock_inputs [all_inputs -no_clocks]
set_input_delay [expr $clk_period * $clk_io_pct] -clock clk0 $non_clock_inputs
set_output_delay [expr $clk_period * $clk_io_pct] -clock clk0 [all_outputs]
==> flow/design.v <==
module umod_counter(clk, rst, count);
  parameter N=6;
  input clk, rst;
  output reg [N-1:0] count;
  always@(posedge clk) begin
    if(rst) 
      count<=0;
    else 
        if( count == N-1)
          count<=0;
    	else
          count<=count+1;
  end
endmodule
==> run notes <==
impl run done, here's what came out: maximum frequency from static timing analysis just over 700 MHz, Max Transition Viols Final 0, final clock period utilization by the worst path 0.945, GR Overflow Total 0, largest registers count x6, first-pass GRT wire length 1020 µm, Diodes inserted 0, # IOs 8, cell at the root of the clock tree clkbuf_4, number of sinks on the clock net 6, number of non-filler instances in the completed layout 82, crit path cell chain clkdlybuf4s50_1, Synth Instances 26, most instantiated cells after synthesis dfxtp_1, nor2_1, ha_1, xor2_1, Worst Hold Margin 0.461 ns, via density per instance 2.49, last weighted congestion value of the routability-driven placer approximately 0.68, remaining antenna violation count 0, total length of routed met2 wires 148 µm, area growth from synthesis to layout 58.7%, half-perimeter wire length of the detailed placement result roughly 490 µm, Die Span X 80 µm, Async SR Flop Fraction 0, H-tree levels 1, filler cell count 402, number of optimization iterations in the first detailed-route pass 2, pin count of the biggest net entering global routing 6, register containing the most flip-flops in the final layout count, Crit Path Max Fanout 5, accumulated negative setup slack 0 ns, count of hold buffers inserted by post-cts repair 0, number of buffers on the longest clock path 2, synthesis area per yosys 267 µm², slew of the pin with the lowest slew margin 0.193 ns, starting density of the core 0.0780, TritonCTS clock tree built, Synth area leader dfxtp_1, GRT Util Overall 0.0211, pre-CTS setup slack 0.246 ns, Area leader share 0.451, post-route worst setup slack roughly 0.08 ns, detailed-route via count 204, Peak VDD IR ~0.00038 V, met3 wire len 85 µm, minimum clock period after layout around 1.4 ns, clock-pin slew of the registers on the worst-case setup and hold paths 0.04 ns, ys cells 26, Worst Hold Class reg -> reg, metal1 wirelength 378 µm, netlist area before placement 267 µm², Startpoint Class flip-flop, Worst Path Required 1.20 ns, routed wire length per instance 7.46 µm, average cell area after synthesis just over 10 µm², power density relative to cell area ~860 nW/µm², worst stage delay on the critical path approximately 0.50 ns, Worst Path Arrival between 1 and 1.5 ns, count of port buffers added during placement 7, element type at the critical path end output port, MaxCap Viol Count 0, Final Core Density 0.124, skew final about 0.00017 ns, tool warnings 26, latest clock arrival within the worst-skew pair 0.24 ns, number of placement rows 21, Buffers & Inverters on Critical Path 1, final setup violation count 0, setup repair after global routing missed its margin no, ratio of cells with drive above 1 in the final layout 0.333, overall routed net length 612 µm, highest signal layer in the routed design met3, number of synthesis warnings 1, Overall Power ~0.36 mW, Largest register FFs 6, final standard cell area without fillers approximately 420 µm², outcome finished, final reports clean, relative slew slack 0.871, dominant register cell dfxtp_1, WS Path Type reg -> out, cell with the biggest individual delay on the critical path clkdlybuf4s50_1, portion of the post-synthesis area used by sequential elements 0.451, placed insts 79, Synth Register Bits 6, Final Hold Violation Tally 0, number of enable flip-flop cells 0, DRC violations left 0, Distinct cells, synth 14, height of the die roughly 80 µm, number of antenna violations at the first check in global routing 0, standby leakage power 0.141 nW, clock buffer count from CTS 3, area of the chip 6400 µm², Core Area between 3000 and 4000 µm², number of global-route vias before repair 220, detailed router's first-iteration violation count 4, top cell family by delay on the critical path buffers and inverters, Area after DPL ~390 µm², main area contributors dfxtp_1, ha_1, nor2_1
## cell families (layout without fill, tap and decap cells)
logic type               after synthesis  in the layout  synth area share
AND-OR/OR-AND                          2              2            0.0610
buffers and inverters                  1             11            0.0141
adder cells (fa/ha/maj)                2              2            0.0939
AND/OR/NAND/NOR                       12             12             0.282
XOR/XNOR                               3              3            0.0986
flip-flops                             6              6             0.451
## layout make-up
class / count / area (µm²) / area share
inverter: 1 / 3.75 / 0.00888
multi-input combinational: 19 / 143 / 0.337
sequential: 6 / 126 / 0.299
clock buffer: 3 / 22.5 / 0.0533
timing repair buffer: 7 / 70.1 / 0.166
tap: 46 / 57.6 / 0.136
## placed cells by master (no fill, tap or decap), types with 2 or more instances in the layout
master and instances:
xor2_1 2, nor2_1 6, clkbuf_4 3, dfxtp_2 5
ha_1 2, clkdlybuf4s50_1 7
## metal layers
layer  GRT usage  vias to the layer above
li1            -                      107
met1      0.0342                       87
met2      0.0169                       10
met3      0.0182                        0
met4     0.00528                        0
met5           0                        -
## report_power, final
group / switching (mW) / internal, mW / total (mW)
Combinational: 0.0120 / 0.0260 / 0.0380
Sequential: 0.0106 / 0.169 / 0.180
Clock: 0.0548 / 0.0903 / 0.145
Total: 0.0774 / 0.285 / 0.363
## timing repair
action                                  4_1_cts  5_1_grt
pin swaps                                     0        0
buffers inserted                              0        0
gates cloned                                  0        0
endpoints found under the setup margin        1        4
resized                                       1        4
## worst paths after layout
path	startpoint	to	slack, ns	cells after the start
setup reg to reg	count[1]$_SDFF_PP0_	count[2]$_SDFF_PP0_	0.34	5
setup / recovery	count[3]$_SDFF_PP0_	count[3]	0.08	1
hold reg to reg	count[0]$_SDFF_PP0_	count[0]$_SDFF_PP0_	0.46	1
hold / removal	count[0]$_SDFF_PP0_	count[0]$_SDFF_PP0_	0.46	1
Power is estimated from default activity; no workload was simulated.
