===== /design/flow/design.v =====
module up_down_counter(clk, rst, mode, count);
  parameter N=4;
  input clk, rst, mode;
  output reg [N-1:0] count;
  always@(posedge clk) begin
    if(rst) 
      count<=0;
    else 
      if(mode == 1)		 
        if( count == 2*N-1)
          count<=0;
    	else
          count<=count+1;
      else					 
        if(count == 0)
          count<=2*N-1;
    	else 
          count<=count-1;
  end
endmodule

===== /design/flow/run.sh =====
#!/bin/bash
# OpenROAD 26Q1-2900-gdf79404cd8, Yosys 0.63+post, stock flow scripts
make -C /OpenROAD-flow-scripts/flow DESIGN_CONFIG=/design/flow/config.mk WORK_HOME=/design/flow/orfs finish

===== /design/flow/config.mk =====
export PLATFORM = sky130hd
export DESIGN_NAME = up_down_counter
export DESIGN_NICKNAME = up_down_counter
export VERILOG_FILES = /design/flow/design.v
export SDC_FILE = /design/flow/constraint.sdc
export NUM_CORES = 4
export LEC_CHECK = 1
export CORE_AREA = 10 10 70 70
export DIE_AREA = 0 0 80 80

===== /design/flow/constraint.sdc =====
current_design up_down_counter

set clk_period 2.2
set clk_io_pct 0.2

create_clock -name clk0 -period $clk_period [get_ports {clk}]

set non_clock_inputs [all_inputs -no_clocks]
set_input_delay [expr $clk_period * $clk_io_pct] -clock clk0 $non_clock_inputs
set_output_delay [expr $clk_period * $clk_io_pct] -clock clk0 [all_outputs]

==> flow_summary.html <==
<!-- implementation run metrics -->
<table>
<tr><th>Metric</th><th>Value</th></tr>
<tr><th colspan="2">Outcome</th></tr>
<tr><td>Run status</td><td>complete, no violations</td></tr>
<tr><th colspan="2">Clock network</th></tr>
<tr><td>Number of resized instances in the post-cts repair step</td><td>0</td></tr>
<tr><td>Clk latency of the worst-skew pair</td><td>0.24 ns</td></tr>
<tr><td>TritonCTS clock tree</td><td>yes</td></tr>
<tr><td>Post-CTS setup repair buffer count</td><td>0</td></tr>
<tr><td>Level count of the clock H-tree</td><td>1</td></tr>
<tr><td>Num CTS Buffers</td><td>3</td></tr>
<tr><td>Sinks on Clock Net</td><td>4</td></tr>
<tr><td>Worst-case clock buffer depth</td><td>2</td></tr>
<tr><td>Number of buffers added to fix hold violations after cts</td><td>0</td></tr>
<tr><td>Clk Tree Root Cell</td><td>sky130_fd_sc_hd__clkbuf_4</td></tr>
<tr><td>Clock transition at path regs</td><td>0.04 ns</td></tr>
<tr><th colspan="2">Job</th></tr>
<tr><td>Number of maximum-capacitance constraint violations</td><td>0</td></tr>
<tr><td>OpenROAD warnings</td><td>26</td></tr>
<tr><th colspan="2">Final layout</th></tr>
<tr><td>Reg with most FFs</td><td>count</td></tr>
<tr><td># fillers</td><td>398</td></tr>
<tr><td>Most used logic cell in the final layout</td><td>sky130_fd_sc_hd__clkdlybuf4s50_1</td></tr>
<tr><td>Area added between synthesis and finish</td><td>72.2%</td></tr>
<tr><td>Max reg flops</td><td>4</td></tr>
<tr><td>Most numerous logic cells after layout</td><td>sky130_fd_sc_hd__clkdlybuf4s50_1 (6), sky130_fd_sc_hd__dfxtp_1 (4), sky130_fd_sc_hd__inv_1 (3), sky130_fd_sc_hd__nor2_1 (3), sky130_fd_sc_hd__clkbuf_4 (3)</td></tr>
<tr><td>Largest registers</td><td>count x4</td></tr>
<tr><td>Share of cells above drive strength 1</td><td>0.133</td></tr>
<tr><th colspan="2">Global route</th></tr>
<tr><td>Remaining Overflow, GRT</td><td>0</td></tr>
<tr><td>Antenna violations before repair</td><td>1</td></tr>
<tr><td>Maximum number of pins on one net before global-route repair</td><td>7</td></tr>
<tr><td>Via count of the first global-routing pass</td><td>167</td></tr>
<tr><td>First-pass GRT wire length</td><td>821 µm</td></tr>
<tr><td>Met1 Use GR</td><td>0.0219</td></tr>
<tr><td>Total global routing track utilization</td><td>0.0185</td></tr>
<tr><td>M3 GR Usage</td><td>0.0341</td></tr>
<tr><td>Highest-utilization routing layer at the global route stage</td><td>met3</td></tr>
<tr><td>Global routing met2 resource utilization</td><td>0.0128</td></tr>
<tr><th colspan="2">Setup path</th></tr>
<tr><td>Cell type of the slowest stage on the worst timing path</td><td>sky130_fd_sc_hd__clkdlybuf4s50_1</td></tr>
<tr><td>Launch point of the worst reg-to-reg path</td><td>count[2]$_SDFF_PP0_</td></tr>
<tr><td>Data arrival time of the worst path</td><td>1.79 ns</td></tr>
<tr><td>Startpoint type of the worst setup path</td><td>input port</td></tr>
<tr><td>Crit path max-delay family</td><td>simple AND/OR/NAND/NOR gates</td></tr>
<tr><td>CP Capture Type</td><td>flip-flop</td></tr>
<tr><td>CP max stage delay</td><td>0.50 ns</td></tr>
<tr><td>Critical Path, Cell by Cell</td><td>clkdlybuf4s50_1 &gt; or4_4 &gt; and3_1 &gt; o31a_1</td></tr>
<tr><td>Reg2reg setup slack</td><td>0.81 ns</td></tr>
<tr><td>Worst reg-to-reg path cell count</td><td>3</td></tr>
<tr><td>Setup Crit Path Kind</td><td>in2reg</td></tr>
<tr><td>Terminus of the critical flop-to-flop path</td><td>count[3]$_SDFF_PP0_</td></tr>
<tr><td>Buffer and inverter count on the worst path</td><td>1</td></tr>
<tr><td>Crit Path Max Fanout</td><td>4</td></tr>
<tr><td>Data required time at the worst endpoint</td><td>2.33 ns</td></tr>
<tr><th colspan="2">Synthesis</th></tr>
<tr><td>Avg Inst Size Synth</td><td>9.41 µm²</td></tr>
<tr><td>Unique cell type count in the Yosys netlist</td><td>11</td></tr>
<tr><td>Number of standard cells after synthesis</td><td>21</td></tr>
<tr><td>Flip-flop and latch count after synthesis</td><td>4</td></tr>
<tr><td>Yosys stat area</td><td>198 µm²</td></tr>
<tr><td>Warnings, synthesis</td><td>1</td></tr>
<tr><td>Number of standard cells reported by yosys</td><td>21</td></tr>
<tr><td>Part of the Yosys area used for sequential elements</td><td>0.405</td></tr>
<tr><td>Area of the mapped netlist</td><td>198 µm²</td></tr>
<tr><th colspan="2">STA</th></tr>
<tr><td>Post-layout period usage of the worst path</td><td>0.754</td></tr>
<tr><td>Max transition margin</td><td>0.852</td></tr>
<tr><td>F_max</td><td>603 MHz</td></tr>
<tr><td>RSZ-0062 raised after global routing</td><td>no</td></tr>
<tr><td>Sum of negative setup slack</td><td>0 ns</td></tr>
<tr><td>Final hold slack</td><td>0.508 ns</td></tr>
<tr><td>Setup skew after layout</td><td>0.00534 ns</td></tr>
<tr><td>Number of hold-slack violations in the final timing report</td><td>0</td></tr>
<tr><td>Number of slew-limit violations in the final report</td><td>0</td></tr>
<tr><td>Slew at the pin with the worst max-slew slack</td><td>0.222 ns</td></tr>
<tr><td># setup viols final</td><td>0</td></tr>
<tr><td>Tmin final</td><td>1.66 ns</td></tr>
<tr><th colspan="2">Die</th></tr>
<tr><td>Row count</td><td>21</td></tr>
<tr><td>Floorplan core density</td><td>0.0579</td></tr>
<tr><td>X dimension of the die</td><td>80 µm</td></tr>
<tr><td>I/O pin count</td><td>7</td></tr>
<tr><td>Chip footprint</td><td>6400 µm²</td></tr>
<tr><td>Core region area</td><td>3420 µm²</td></tr>
<tr><td>Die H</td><td>80 µm</td></tr>
<tr><th colspan="2">Routing</th></tr>
<tr><td>Mean routed wirelength per cell</td><td>7.19 µm</td></tr>
<tr><td>Count of antenna-violating nets left after detailed routing</td><td>0</td></tr>
<tr><td>Final wirelength</td><td>554 µm</td></tr>
<tr><td>Post-detailed-route via-to-cell ratio</td><td>2.34</td></tr>
<tr><td>Detailed-route via count</td><td>180</td></tr>
<tr><td>Remaining routing DRC violations</td><td>0</td></tr>
<tr><td>1st-iter DRT viols</td><td>18</td></tr>
<tr><td>Number of detailed-routing iterations run before antenna repair</td><td>5</td></tr>
<tr><th colspan="2">Power</th></tr>
<tr><td>Lkg Pwr</td><td>0.133 nW</td></tr>
<tr><td>PD cells</td><td>718 nW/µm²</td></tr>
<tr><td>Worst supply voltage drop on vdd</td><td>0.160 mV</td></tr>
<tr><th colspan="2">Placed design</th></tr>
<tr><td>Detailed-placement wirelength estimate</td><td>421 µm</td></tr>
<tr><td>RD Place Congestion</td><td>0.676</td></tr>
<tr><td>Number of buffer cells added on primary ports</td><td>6</td></tr>
<tr><th colspan="2">Min path</th></tr>
<tr><td>Hold EP</td><td>count[0]$_SDFF_PP0_</td></tr>
<tr><td>Worst hold path type</td><td>reg2reg</td></tr>
<tr><td>Hold Crit Start</td><td>count[0]$_SDFF_PP0_</td></tr>
<tr><td>Worst hold path cell count</td><td>1</td></tr>
</table>
==> area by class of cell <==
class | count | area (µm²) | share of cell area
Clock buffer | 3 | 22.5 | 0.0662
Tap cell | 46 | 57.6 | 0.169
Multi-Input combinational cell | 14 | 106 | 0.313
Inverter | 3 | 11.3 | 0.0331
Timing Repair Buffer | 6 | 60.1 | 0.176
Antenna cell | 1 | 2.50 | 0.00735
Sequential cell | 4 | 80.1 | 0.235
==> per-layer routing <==
layer,share of wire,wire [µm]
met1,0.45,249
met2,0.25,141
met3,0.29,163
met4,0,0
met5,0,0
==> cells by family (layout without fill, tap and decap cells) <==
family	after synthesis	count (layout)	share of synthesized area
adders and majority gates	2	2	0.127
AOI/OAI and AO/OA	1	1	0.0443
other	0	1	0
and+or+nand+nor	8	8	0.228
DFF	4	4	0.405
xor gates and xnor gates	2	2	0.0886
muxes	1	1	0.0506
buffers and inverters	3	12	0.0570
==> worst max path at each step <==
stage	from	end	slack [ns]	depth (start not counted)
CTS	mode	count[3]$_SDFF_PP0_	0.54	4
global route	count[0]$_SDFF_PP0_	count[0]	0.49	1
finish	mode	count[3]$_SDFF_PP0_	0.54	4
==> per-stage QoR <==
step                      power [mW]  utilization  instances  setup WS, ns  area (µm²)
final                          0.244       0.0996         77         0.540         340
after global routing           0.264       0.0996         77         0.488         340
after CTS                      0.245       0.0989         76         0.538         338
after detailed placement       0.149       0.0923         73         0.292         315
after global placement         0.146       0.0923         73         0.323         315
after floorplan                0.118            -         21         0.854         198
==> cells in the mapped netlist <==
| master | n | share of area |
|---|---|---|
| sky130_fd_sc_hd__nor2_1 | 3 | 0.057 |
| sky130_fd_sc_hd__or4_4 | 1 | 0.057 |
| sky130_fd_sc_hd__dfxtp_1 | 4 | 0.41 |
| sky130_fd_sc_hd__o31a_1 | 1 | 0.044 |
| sky130_fd_sc_hd__xor2_1 | 2 | 0.089 |
| sky130_fd_sc_hd__inv_1 | 3 | 0.057 |
| sky130_fd_sc_hd__nor3_1 | 2 | 0.051 |
| sky130_fd_sc_hd__ha_1 | 2 | 0.13 |
| sky130_fd_sc_hd__and3_1 | 1 | 0.032 |
| sky130_fd_sc_hd__mux2i_1 | 1 | 0.051 |
| sky130_fd_sc_hd__nand4_1 | 1 | 0.032 |
==> where the power goes <==
group | internal [mW] | switching [mW]
Combinational | 0.0353 | 0.0187
Sequential | 0.0830 | 0.0125
Clock | 0.0612 | 0.0334
Power figures rest on the tool's default switching activity, not on a simulated workload.
